`./run.sh`:
```
#!/bin/bash
# OpenROAD 26Q1-2900-gdf79404cd8, Yosys 0.63+post, stock flow scripts
make -C /OpenROAD-flow-scripts/flow DESIGN_CONFIG=/design/flow/config.mk WORK_HOME=/design/flow/orfs finish
```
`./config.mk`:
```
export PLATFORM = sky130hd
export DESIGN_NAME = ALU_param
export DESIGN_NICKNAME = ALU_param
export VERILOG_FILES = /design/flow/design.v
export SDC_FILE = /design/flow/constraint.sdc
export NUM_CORES = 4
export LEC_CHECK = 1
export CORE_AREA = 10 10 94 94
export DIE_AREA = 0 0 104 104
```
`./constraint.sdc`:
```
current_design ALU_param

set clk_period 3.5
set clk_io_pct 0.2

create_clock -name clk0 -period $clk_period

set non_clock_inputs [all_inputs -no_clocks]
set_input_delay [expr $clk_period * $clk_io_pct] -clock clk0 $non_clock_inputs
set_output_delay [expr $clk_period * $clk_io_pct] -clock clk0 [all_outputs]
```
`./design.v`:
```
`timescale 1ns / 1ps
module ALU_param #(parameter bits = 4)
(
    input  logic [bits-1:0] A,
    input  logic [bits-1:0] B,
    input  logic [3:0]      ALUControl,
    input  logic            ALUFlagIn,
    output logic [bits-1:0] ALUResult,
    output logic [1:0]      ALUFlags,
    output logic [1:0]      C_Flag
);
logic and_      = A & B;
logic or_       = A | B;
logic plus      = A + B;
logic A_plus_1  = A + 1 + ALUFlagIn; 
logic A_minus_1 = A - 1 + ALUFlagIn;
logic B_plus_1  = B + 1; 
logic B_minus_1 = B - 1;
logic A_not     = ~A;
logic B_not     = ~B;  
logic minus     = A - B;
logic xor_      = A ^ B;
logic left_0    = A << B;
logic right_0   = A >> B;
logic left_1    = ~(~A << B);
logic right_1   = ~(~A >> B);
always @* 
   begin
        case (ALUControl)
        4'b0000:
	    ALUResult = A & B;
	    4'b0001:
		ALUResult = A | B;
	    4'b0010:
		ALUResult = A + B + ALUFlagIn;
	    4'b0011:
		if (ALUFlagIn == 0)
		    begin
		        ALUResult = A + 1; 
		    end
		else if (ALUFlagIn == 1)
		    begin
			    ALUResult = B + 1;
		    end
	    4'b0100:
		if (ALUFlagIn == 0)
		    begin
		        ALUResult = A - 1; 
		    end
		else if (ALUFlagIn == 1)
		    begin
			ALUResult = B - 1;
		    end
	    4'b0101:
		if (ALUFlagIn == 0)
		    begin
		        ALUResult = ~A; 
		    end
		else if (ALUFlagIn == 1)
		    begin
			ALUResult = ~B;
		    end
	    4'b0110:
		ALUResult = A - B + ALUFlagIn;
	    4'b0111:
		ALUResult = A ^ B;
	    4'b1000:
		if (ALUFlagIn == 0)
		    begin
		        ALUResult = A << B;
		        C_Flag = A[B];
		    end
		else if (ALUFlagIn == 1)
		    begin
			    ALUResult = ~(~A << B);
			    C_Flag = A[B];
		    end
	    4'b1001:
		if (ALUFlagIn == 0)
		    begin
		        ALUResult = A >> B;
		        C_Flag = A[-B]; 
		    end
		else if (ALUFlagIn == 1)
		    begin
			    ALUResult = ~(~A >> B);
			    C_Flag = A[-B];
		    end    
		default:
		    ALUResult = A + B + ALUFlagIn;
    endcase
    if (ALUResult == 0)
	    begin
 	        ALUFlags = 1;
	    end
	else 
	    ALUFlags = 0;
    end
endmodule  
```
==> PnR_summary.wiki <==
== Implementation results ==
{| class="wikitable"
! Metric !! Value
|-
| Post-synthesis register bit count || 1
|-
| Min Tclk post-route || between 3 and 4 ns
|-
| Post-synthesis cell area || ~0.0015 mm^2
|-
| # Max-Cap Violations || 0
|-
| Unrepaired setup endpoints after global routing || yes
|-
| Horizontal extent of the die || around 100 um
|-
| Boundary pin count || 21
|-
| Core ar. || between 0.006 and 0.007 mm^2
|-
| Most prevalent standard cell on the critical path || buf_4
|-
| Total number of vias || about 1,800
|-
| Remaining Overflow, GRT || 0
|-
| Achievable Freq || just under 300 MHz
|-
| Leakage power of the design || 1.154 nW
|-
| Final-report hold violation count || 0
|-
| CP Depth || 10
|-
| Post-route antenna net violation count || 0
|-
| Last weighted congestion value of the routability-driven placer || 0.8948
|-
| Highest-count cells in the layout ignoring fill and taps || 64 x buf_4, 16 x buf_6, 12 x nand2_1, 12 x nor2_1
|-
| Count of buffering cells on the critical path with inverters included || 5
|-
| Fraction of the core area occupied by cells at floorplan || 21.61%
|-
| Cell class contributing the biggest share of worst-path delay || simple AND/OR/NAND/NOR gates
|-
| Average wire per standard cell || ~15 um
|-
| Crit path arrival time || ~2.8 ns
|-
| Distinct cell type count after synthesis || 63
|-
| Peak per-stage delay on the critical path || approximately 0.55 ns
|-
| Worst min-delay path class || in -> out
|-
| Number of DRC violations after detailed routing || 0
|-
| Syn avg cell area || about 7.6 um^2
|-
| Required time at the endpoint of the critical path || roughly 2.8 ns
|-
| Layout cells sized above 1 || 55.07%
|-
| Via count normalized by instance count || 4.863
|-
| Number of standard cells in the layout, taps in and fillers out || 372
|-
| Total routing resource utilization after global routing || around a tenth
|-
| Worst hold slack || roughly 2.1 ns
|-
| Vertical die size || 104 um
|-
| Commonest flop || dlxtn_1
|-
| Estimated wirelength of the detail-placed design || approximately 3800 um
|-
| Number of register pins that no clock reaches || 1
|-
| Total number of placement rows || 30
|-
| Antenna violations before repair || 0
|-
| Initial DRT Pass Iterations || 4
|-
| Run status || finished clean
|-
| First DRT Iteration DRCs || 67
|-
| Chip area in the Yosys report || between 0.001 and 0.0015 mm^2
|-
| Final period utilization || between 90% and 100%
|-
| Total power per unit cell area || 146.1 mW/mm^2
|-
| Headroom to the max-slew limit || between 60 and 70%
|-
| Overall die area || between 0.01 and 0.015 mm^2
|-
| Number of OpenROAD warnings || about 42
|-
| Worst-path fanout max || 5
|-
| Pin count of the biggest net entering global routing || 22
|-
| Kind of critical path || in -> out
|-
| Final core utilization || 39.10%
|-
| Antenna Cells || 0
|-
| Wire length of the first global-routing pass || between 8000 and 9000 um
|-
| Share of flip-flops with an asynchronous set or reset || 0%
|-
| Cell count after synthesis || 194
|-
| Peak supply drop || around 0.000043 V
|-
| Flip-flop count of the largest register, all copies and words added || 1
|-
| Max-slew violation count || 0
|-
| Number of instances on the worst hold path || 6
|-
| Endpoints left unconstrained || 2
|-
| Worst-path cell with the longest stage delay || or4b_4
|-
| Count of final setup violators || 0
|-
| Number of global-route vias before repair || approximately 1,700
|-
| Final wirelength || approximately 5500 um
|-
| Synthesis warning total || 1
|-
| Kind of end point of the critical path || primary output
|-
| Number of synthesized flops with an enable pin || 0
|-
| Transition time at the pin with the least slew margin || 0.5320 ns
|-
| Crit start category || input pin
|-
| Number of cells in Yosys stat || ~190
|-
| Port bufs || 19
|-
| Number of placed cells counting well taps || ~350
|-
| Most frequently placed logic cell in the final layout || buf_4
|-
| List of cells traversed by the critical path || buf_2 > buf_8 > or4b_4 > buf_4 > nor3_2 > nand2_1 > and4_4 > a32oi_4 > buf_4 > dlygate4sd2_1
|-
| Layout overhead on the synthesized area || 80.93%
|}
==> synthesized netlist by cell type (4+ instances only) <==
library cell | number | area [um^2]
mux2i_1 | 6 | 60.06
buf_6 | 4 | 45.04
a21oi_1 | 10 | 50.05
ha_1 | 17 | 212.7
nor3b_1 | 4 | 30.03
o22ai_1 | 4 | 25.02
nand2b_1 | 5 | 31.28
nor3_1 | 5 | 25.02
nor2_1 | 12 | 45.04
nand2_1 | 14 | 52.55
nor2b_1 | 4 | 25.02
inv_1 | 13 | 48.80
a31oi_1 | 4 | 25.02
xnor2_1 | 5 | 43.79
buf_2 | 7 | 35.03
fa_1 | 4 | 80.08
o21ai_0 | 10 | 50.05
==> worst min-delay path: stages <==
cell	delay (ns)
buf_6	0.07
buf_6	0.17
a2111oi_4	0.10
a31oi_4	0.19
nor4_4	0.04
buf_2	0.10
==> final cells by class <==
type                       count  area, um^2
sequential                     1       15.01
inverter                      15       61.31
tap                           96       120.1
timing repair buffer          98       860.8
multi-input combinational    162        1614
fill                         632        4160
==> per-layer routing <==
layer	GRT usage, %	share of wire [%]	wire (um)
met4	2.087	1.1	63
met5	0	0	0
met1	13.12	47	2632
met3	1.065	5.4	297
met2	14.86	46	2548
==> through the flow <==
stage | total power, mW | setup TNS (ns) | setup slack, ns | cell area (um^2)
global placement | 0.2855 | -3.436 | -0.8973 | 2095
floorplan | 0.1557 | 0 | 0.09910 | 1485
detailed placement | 0.2863 | -3.519 | -0.9164 | 2095
global route | 0.4228 | -0.1225 | -0.07937 | 2671
CTS | 0.3389 | -0.07977 | -0.06238 | 2444
finish | 0.3902 | 0 | 0.04860 | 2671
==> report_power, final <==
part           leakage [nW]  switching [mW]  internal, mW
sequential          0.00819        0.000248       0.00165
clock                     0               0             0
combinational          1.15           0.176         0.212
==> path summary, 6_finish.rpt <==
kind     startpoint  slack (ns)            to
max   ALUControl[0]        0.05  ALUResult[2]
min   ALUControl[3]        2.08   ALUFlags[0]
==> repair_timing <==
action | CTS | global route
pin swaps | 25 | 23
hold buffers | 0 | 0
cloned | 2 | 0
endpoints found under the setup margin | 5 | 5
gates resized | 110 | 37
buffers inserted | 17 | 8
==> logic make-up (layout without fill, tap and decap cells) <==
group,Yosys count,count (layout),share of synthesized area (%)
buffers and inverters,32,113,11.52
other,1,2,0.2540
XOR/XNOR,7,7,4.153
AND-OR/OR-AND,58,58,29.92
multiplexers,8,8,6.356
adder cells (fa/ha/maj),21,21,19.83
latches,1,1,1.017
AND/OR/NAND/NOR,66,66,26.95
No activity file was given, so power comes from the tool's default toggle rates.
