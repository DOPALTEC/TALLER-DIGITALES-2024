[flow/run.sh]
#!/bin/bash
# OpenROAD 26Q1-2900-gdf79404cd8, Yosys 0.63+post, stock flow scripts
make -C /OpenROAD-flow-scripts/flow DESIGN_CONFIG=/design/flow/config.mk WORK_HOME=/design/flow/orfs finish
[flow/config.mk]
export PLATFORM = sky130hd
export DESIGN_NAME = decoder_top
export DESIGN_NICKNAME = decoder_top
export VERILOG_FILES = /design/flow/design.v
export SDC_FILE = /design/flow/constraint.sdc
export NUM_CORES = 4
export LEC_CHECK = 1
export CORE_AREA = 10 10 70 70
export DIE_AREA = 0 0 80 80
[flow/constraint.sdc]
current_design decoder_top

set clk_period 3.8
set clk_io_pct 0.2

create_clock -name clk0 -period $clk_period

set non_clock_inputs [all_inputs -no_clocks]
set_input_delay [expr $clk_period * $clk_io_pct] -clock clk0 $non_clock_inputs
set_output_delay [expr $clk_period * $clk_io_pct] -clock clk0 [all_outputs]
[flow/design.v]
`timescale 1ns / 1ps
module mux(
    input [15:0] A,
    input [15:0] B,
    input [15:0] C,
    input [15:0] D,
    input [1:0] Select,
    output reg[15:0] Sal
    );
always @ (A,  B, C, D, Select) begin
    case(Select)
        2'b00: Sal = A;
        2'b01: Sal = B;
        2'b10: Sal = C;
        2'b11: Sal = D;        
    endcase
end
endmodule
`timescale 1ns / 1ps
module decode(
  input logic    A,
  input logic    B,
  input logic    C,
  input logic    D,
  output logic   a,
  output logic   b,
  output logic   c,
  output logic   d,
  output logic   e,
  output logic   f,
  output logic   g
  );
  assign a = ~((~B & ~D) | (A & ~D) | (~A & ~B & C) | (~A & B & D) | (B & C & D) | (A & ~B & ~C));
  assign b = ~((~A & ~B) | (~B & ~D) | (~A & ~C & ~D) | (~A & C & D) | (A & ~C & D));
  assign c = ~((~A & ~C) | (~A & D) | (~C & D) | (~A & B) | (A & ~B));
  assign d = ~((~A & ~B & ~D) | (~B & C & D) | (B & ~C & D) | (B & C & ~D) | (A & ~C & ~D));
  assign e = ~((~B & ~D) | (C & ~D ) | (A & C) | (A & B));
  assign f = ~((~C & ~D) | (B & ~D) | (A & ~B) | (A & C) | (~A & B & ~C));
  assign g = ~((~B & C) | (C & ~D) | (A & ~B) | (A & D) | (~A & B & ~C));
endmodule
`timescale 1ns / 1ps
module decoder_top(
    input logic [15:0]  sw,
    input logic         btnL, 
    input logic         btnR,
    output logic [6:0]  seg,
    output logic [3:0]  an,
    output logic        dp 
);
    logic [1:0]      mux_select;
    logic [3:0]      mux_out;
    assign mux_select [0] = btnL;
    assign mux_select [1] = btnR;
mux mux (sw[15:12], sw[11:8], sw[7:4], sw[3:0], mux_select[1:0], mux_out[3:0]);
decode deco (mux_out[3], mux_out[2], mux_out[1], mux_out[0], seg[0], seg[1], seg[2], seg[3], seg[4], seg[5], seg[6]);
assign an[0] = 0;
assign an[1] = 1;
assign an[2] = 1;
assign an[3] = 1;
assign dp = 1; 
endmodule
==> flow_summary.ini <==
; implementation run metrics
[run_status]
status = completed

[placed_design]
dp_hpwl_um = 1080
dp_slack_ps = 61.4
io_buffers = 25
place_congestion = 0.714
dp.cells = 114

[hold_path]
worstHoldPathType = input pin to output port
whs_endpoint = seg[3]
hp-start = btnL
worstHoldPathCells = 5

[synthesis]
yosys_warnings = 6
synthDistinctLibCells = 23
syn_area_um2 = 377
synth.top_cells.by_area = buf_4 24%, mux4_2 24%, nand3_1 5.3%, nand2_1 4.0%, a31oi_1 3.3%
synthCells = 50
ys_seq_share_pct = 0
synth.avg_cell_area_um2 = 7.53
top_area_cell = buf_4
ys_cells = 50
yosys_area_um2 = 377
netlist.area_leader.share_pct = 23.9

[floorplan]
die_w_um = 80
die_y_um = 80
die_area_um2 = 6400
core_area_um2 = 3420
initial_core_util_pct = 11.0
ios = 30
row_count = 21

[drt]
drtIter0Drc = 9
wl_per_cell_um = 10.2
via_per_inst = 3.57
route.vias.total = 421
routed_wl_um = 1210
drc_errors = 0
dr.pass1.iters = 3
postRouteAntennaNets = 0
antenna_cells = 0

[critical_path]
setup.worst_path.start_class = input pin
path_cells = clkdlybuf4s50_1 > mux4_2 > buf_4 > nor2b_2 > mux2i_1 > o21ai_1 > clkdlybuf4s50_1
end_kind = output port
slowest_stage = mux4_2
cp_max_fo = 4
critical-path-max-stage-delay_ps = 550
crit_type = input pin to output port
cpMostUsedCell = clkdlybuf4s50_1
worstPathRequired_ps = 3040
cp.arrival_ps = 2920

[finish]
fin_util_pct = 19.2
clkbuf_count = 0
instances_no_fill = 118
flop_area_um2 = 0
ff_count = 0
area_growth_pct = 74.4
drive_above_1_share_pct = 20.8

[power]
p_int_uw = 67.2
p_comb_share_pct = 100.0
switching_share_pct = 34.8
ir_drop_mv = 0.0517
p_clk_share_pct = 0
power.switching_uw = 35.9
p_seq_share_pct = 0
power.density_nw_per_um2 = 157
leakage_uw = 0.000255

[grt]
gr-total-overflow = 0
grt_antenna_before_repair = 0
grt_util_met3_pct = 1.70
grt_busiest_layer = met2
grtUsageTotal_pct = 3.32
grt_pass1_wl_um = 1790
grt_max_degree = 12
use_met2_pct = 5.14
gr-usage-met1_pct = 4.30
grt_pass1_vias = 398

[run]
warning_count = 32
maxCapViolations = 0

[timing]
post-route-min-period_ps = 3680
fin_crit_sh_pct = 96.9
worst_slack_ps = 118
setup_viol_count_final = 0
final-hold-violation-count = 0
slew_violations = 0
fmax_mhz = 272

[clock_tree]
cts_hold_repair.buffers = 0
-- synth_stat cells (all sizes together) (2+ instances only) --
cell   count
mux4       4
nand3      4
conb       2
nand2      4
a31oi      2
or3        2
buf       15
o21ai      4
nor3       2
-- cell type report --
class	instances	area [um^2]
Inverter	1	3.75
Timing Repair Buffer	34	320
Multi-Input combinational cell	37	275
Tap cell	46	57.6
Fill cell	391	2760
-- placed cells by master (no fill, tap or decap) --
| cell type | count |
|---|---|
| clkdlybuf4s50_1 | 24 |
| buf_4 | 9 |
| conb_1 | 5 |
| mux4_2 | 4 |
| nand3_1 | 4 |
| nand2_1 | 4 |
| o21ai_1 | 2 |
| or3_1 | 2 |
| nor3_1 | 2 |
| a31oi_1 | 2 |
| o21ai_0 | 2 |
| nor2b_2 | 1 |
| inv_1 | 1 |
| mux2i_1 | 1 |
| xor2_1 | 1 |
| nand2b_1 | 1 |
| o211ai_1 | 1 |
| or2_1 | 1 |
| o22ai_1 | 1 |
| and3b_2 | 1 |
| nor2_1 | 1 |
| o221ai_1 | 1 |
| dlymetal6s2s_1 | 1 |
-- how the worst max path moves through the flow --
stage / startpoint / endpoint / slack (ps) / cells past startpoint
global route: btnR / seg[3] / -4 / 5
CTS: btnR / seg[3] / 60 / 5
finish: btnR / seg[0] / 120 / 7
-- critical path: cells and delay by family --
family	cells	cell delay (ps)
buffers and inverters	3	1210
AND/OR/NAND/NOR	1	170
AND-OR/OR-AND	1	130
multiplexers	2	650
-- kinds of logic (layout without fill, tap and decap cells) --
kind of cell / Yosys count / after routing / synth area share, %
AND/OR/NAND/NOR: 17 / 17 / 23.9
buffers and inverters: 16 / 35 / 30.6
AND-OR/OR-AND: 9 / 9 / 14.6
XOR/XNOR: 1 / 1 / 2.33
other: 2 / 5 / 1.99
multiplexers: 5 / 5 / 26.6
-- metrics by stage --
| step | total power, uW | instance area [um^2] | TNS (ps) | hold slack (ps) |
|---|---|---|---|---|
| 4_1_cts | 97.6 | 622 | 0 | 2840 |
| 2_1_floorplan | 60.8 | 388 | 0 | 1950 |
| 5_1_grt | 113 | 657 | -3.66 | 2660 |
| 6_report | 103 | 657 | 0 | 2570 |
| 3_5_place_dp | 97.5 | 622 | 0 | 2840 |
| 3_3_place_gp | 96.2 | 622 | 0 | 2830 |
-- timing repair --
| item | in CTS | in global routing |
|---|---|---|
| resized | 0 | 2 |
| endpoints found under the setup margin | 0 | 3 |
| setup buffers | 0 | 4 |
-- per-layer routing --
layer  vias to the layer above  part of all wire (%)
met5                         -                     0
met4                         0                     0
met3                         0                    11
met2                        22                    40
met1                       189                    48
li1                        210                     -
-- power by group through the flow --
stage	sequential, uW	clock, uW	combinational [uW]
after CTS	0	0	97.6
after global routing	0	0	113
final	0	0	103
Power figures rest on the tool's default switching activity, not on a simulated workload.
