### config.mk
export PLATFORM = sky130hd
export DESIGN_NAME = display_7_segmentos
export DESIGN_NICKNAME = display_7_segmentos
export VERILOG_FILES = /design/flow/design.v
export SDC_FILE = /design/flow/constraint.sdc
export NUM_CORES = 4
export LEC_CHECK = 1
export CORE_AREA = 10 10 84 84
export DIE_AREA = 0 0 94 94
### constraint.sdc
current_design display_7_segmentos

set clk_period 2.5
set clk_io_pct 0.2

create_clock -name clk0 -period $clk_period [get_ports {clk1k}]

set non_clock_inputs [all_inputs -no_clocks]
set_input_delay [expr $clk_period * $clk_io_pct] -clock clk0 $non_clock_inputs
set_output_delay [expr $clk_period * $clk_io_pct] -clock clk0 [all_outputs]
### design.v
`timescale 1ns / 1ps
module display_7_segmentos(
   input logic [15:0] sw_pi,dat_reg,
   input logic clk1k,
    output logic [6:0] LED_o,
    output logic [3:0]an_o
    );
    logic [3:0] salida_mux_o; 
    logic [2:0] co;
    always_ff @(posedge clk1k) begin
        if(sw_pi[0])
        co <= 0;
        else 
        co <= co+1;
        case (co)
            3'b000:begin
             salida_mux_o = dat_reg[3:0];
             an_o=4'b1110;
             end
            3'b001: begin
            salida_mux_o = dat_reg[7:4];
            an_o=4'b1101;
             end
            3'b010: begin 
            salida_mux_o = dat_reg[11:8];
            an_o=4'b1011;
             end
            3'b011: begin
             salida_mux_o = dat_reg[15:12];
             an_o=4'b0111;
             end
             3'b100: co <= 0;
        endcase
        case (salida_mux_o)
            4'b0000: LED_o = 7'b1000000;  
            4'b0001: LED_o = 7'b1111001;  
            4'b0010: LED_o = 7'b0100100;  
            4'b0011: LED_o = 7'b0110000;  
            4'b0100: LED_o = 7'b0011001;  
            4'b0101: LED_o = 7'b0010010;  
            4'b0110: LED_o = 7'b0000010;  
            4'b0111: LED_o = 7'b1111000;  
            4'b1000: LED_o = 7'b0000000;  
            4'b1001: LED_o = 7'b0010000;  
            4'b1010: LED_o = 7'b0001000;  
            4'b1011: LED_o = 7'b0000011;  
            4'b1100: LED_o = 7'b0100111;  
            4'b1101: LED_o = 7'b0100001;  
            4'b1110: LED_o = 7'b0000110;  
            4'b1111: LED_o = 7'b0001110;  
            default: LED_o = 7'b1111111;  
        endcase
    end
endmodule
### run.sh
#!/bin/bash
# OpenROAD 26Q1-2900-gdf79404cd8, Yosys 0.63+post, stock flow scripts
make -C /OpenROAD-flow-scripts/flow DESIGN_CONFIG=/design/flow/config.mk WORK_HOME=/design/flow/orfs finish
==> ci_impl_report.md <==
## PnR job results

| Metric | Value |
|---|---|
| Core footprint | 5200 um^2 |
| Largest logic family | multiplexers |
| Fin. Hold Viols | 0 |
| Leak | 0.588 nW |
| DRC | 0 |
| Fp_density | 19.8% |
| Total of max-cap violations | 0 |
| Count leader, synth | dfxtp_1 |
| Family with the most delay on the worst path | adder cells |
| DP Area | 1410 um^2 |
| Yosys synthesis chip area | 1030 um^2 |
| Number of nets with antenna violations after routing | 0 |
| Final setup vio count | 0 |
| Post-Route WL | 2290 um |
| Wire per inst | 11.6 um |
| Worst-path fanout max | 8 |
| GR Util All Layers | 5.11% |
| Minimum clock period | 2.24 ns |
| Yosys simple share | 11.4% |
| Buf/Inv on CP | 2 |
| GR Overflow Total | 0 |
| Yosys aoi share | 13.7% |
| RSZ-0062 raised after global routing | false |
| Synthesized registers | 18 |
| Resize count post-CTS | 0 |
| Asr flop ratio synth | 0% |
| Final HPWL DP | 1790 um |
| Top cells by count | 14 x dfxtp_1, 11 x ha_1, 7 x inv_1, 7 x mux2i_1, 7 x nor2_1 |
| Syn_area_per_cell | 11.0 um^2 |
| Worst VDD drop | 0.256 mV |
| Outcome | finished, final reports clean |
| Setup Crit Path Kind | flop to flop |
| Die X | 94 um |
| CTS Hold Bufs | 0 |
| ANT cells | 0 |
| Total Die Area | 8840 um^2 |
| Largest area contributor in the netlist | dfxtp_1 |
| Reg2Reg Launch Point | co[0]$_SDFF_PP0_ |
| H-tree lvl count | 1 |
| Worst hold start | co[0]$_SDFF_PP0_ |
| Synthesized area | 1030 um^2 |
| EDFF count, synth | 4 |
| Vias | 750 |
| Vias in the first global route | 781 |
| Netlist cell types | 33 |
| Layout fillers | 562 |
| CP startpoint | co[0]$_SDFF_PP0_ |
| CTS tree | yes |
| Synthesis Warnings | 1 |
| TNS Setup | 0 ns |
| Worst min-delay path class | flop to flop |
| Cell Rows | 26 |
| Pin count of the biggest net entering global routing | 16 |
| Postcts setup bufs | 0 |
| Final count of pins violating max slew | 0 |
| WP data required | 2.64 ns |
| Top cells by area | dfxtp_1 27%, ha_1 13%, edfxtp_1 12% |
| Clock Latency Late Sink | 0.25 ns |
| Slowest library cell on the worst path | ha_1 |
| Vias/cell | 3.81 |
| Clock Sinks | 18 |
| CTS Buf Count | 3 |
| Startpoint type of the worst setup path | flop |
| Yosys top cell area share | 27.2% |
| Die H | 94 um |
| First-pass GRT wire length | 3730 um |
| Worst-Margin Slew | 0.359 ns |
| Fraction of layout cells with a size suffix above 1 | 17.3% |
| Tool warnings | 48 |
| Top achievable clock speed | 0.446 GHz |
| Design Power | 0.00127 W |
| Sequential element share of the synthesized area | 38.9% |
| CTS root buf | clkbuf_8 |
| Final Cell Area | 1460 um^2 |
| Ports | 44 |
| First-pass DRT Iterations | 4 |
| CP max stage delay | 0.37 ns |
| Routability Congestion | 0.755 |
| Crit end category | flop |
| Worst slew margin | 76.1% |
| Initial antenna violation count | 0 |
| Ys cells | 94 |
| Adder-cell area share of the yosys netlist | 13.4% |
| Clock transition at the registers of the reported paths | 0.07 ns |
| XOR Share, Synth | 0% |
| Pwr per Cell Area | 874 nW/um^2 |
| Ordered cell list for the critical path | inv_1, ha_1, nor3_4, o21bai_4, mux2i_2, inv_1, ha_1, nor2_1, mux2_2 |
| Drt first-iter violations | 35 |
| Post-synth top flop | dfxtp_1 |
| Clk_skew | 0.00500 ns |
| I/O Buffers | 28 |
| Syn Inst Count | 94 |
| Critical path arrival | 2.39 ns |
| Longest Clk Path Bufs | 2 |
| Area grow syn2layout | 41.6% |
| Cycle use final | 89.7% |
| Mux share | 15.2% |
==> cell families (layout without fill, tap and decap cells) <==
kind of cell	Yosys count	count (layout)
AND-OR/OR-AND	17	17
AND/OR/NAND/NOR	21	21
flip-flops	18	18
multiplexers	13	13
buffers and inverters	14	47
adder cells (fa/ha/maj)	11	11
==> final cells by class <==
| type | instances | area [um^2] | area share (%) |
|---|---|---|---|
| clock buffer | 4 | 45.0 | 3.09 |
| sequential | 18 | 400 | 27.5 |
| inverter | 9 | 33.8 | 2.32 |
| timing repair buffer | 34 | 338 | 23.2 |
| multi-input combinational | 62 | 553 | 37.9 |
| tap | 70 | 87.6 | 6.01 |
==> state kept, by name, indices dropped and copies added, names as in the netlist <==
name and cells:
an_o 4, co 3, LED_o 7, salida_mux_o 4
==> worst paths after layout <==
path / end / slack, ns / depth (start not counted)
max: LED_o[1]$_DFF_P_ / 0.26 / 9
min: co[0]$_SDFF_PP0_ / 0.48 / 1
max reg2reg: LED_o[1]$_DFF_P_ / 0.26 / 9
min reg2reg: co[0]$_SDFF_PP0_ / 0.48 / 1
==> routing by layer <==
metal  part of all wire (%)  GRT usage (%)  vias to the layer above
met5                      0              0                        -
met4                    2.0           1.14                        0
met3                    7.6           1.45                        4
met2                     40           7.14                       19
met1                     51           7.58                      332
li1                       -              -                      395
==> cell usage in the layout, fill, tap and decap left out <==
master	Yosys	layout
edfxtp_1	4	4
o21ai_1	1	1
nor2_2	1	1
mux2i_2	3	3
ha_1	11	11
o21ai_0	1	1
mux2i_1	7	7
mux2_1	1	1
o21bai_4	1	1
nor3_4	1	1
nand3_1	3	3
inv_1	7	7
clkbuf_8	0	3
a211oi_2	1	1
o21bai_1	1	1
and2_2	1	1
or3b_1	1	1
o31ai_2	1	1
a21oi_1	2	2
o211ai_1	3	3
clkdlybuf4s50_1	0	28
nand2_1	4	4
mux2i_4	1	1
nor2_1	7	7
nand3b_1	3	3
mux2_2	1	1
a222oi_1	1	1
clkbuf_1	1	1
a21o_1	1	1
o31ai_1	1	1
inv_2	2	2
dfxtp_1	14	14
buf_4	0	5
a22oi_1	3	3
buf_12	0	1
==> power by group <==
group / total (W) / switching [W] / leakage, nW / internal [W]
Sequential: 0.000434 / 0.0000318 / 0.152 / 0.000403
Clock: 0.000213 / 0.0000995 / 0.0228 / 0.000113
Combinational: 0.000627 / 0.000267 / 0.414 / 0.000361
Total: 0.00127 / 0.000398 / 0.588 / 0.000876
==> worst reg2reg max path: cells and delay by family (launching register included) <==
family / cells / cell delay [ns]
mux: 2 / 0.53
compound gates: 1 / 0.26
fa+ha+maj: 2 / 0.67
flops: 1 / 0.34
buf+inv: 2 / 0.19
simple gates: 2 / 0.13
==> stage by stage <==
stage	cells	worst slack (ns)	util, %	hold slack (ns)
3_5_place_dp	193	0.247	27.1	0.460
4_1_cts	197	0.235	28.0	0.477
2_1_floorplan	94	0.0830	-	0.433
6_report	197	0.257	28.0	0.476
3_3_place_gp	193	0.228	27.1	0.450
5_1_grt	197	0.0815	28.0	0.515
Power and IR drop assume default switching activity.
